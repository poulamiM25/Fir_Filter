`/design/flow/constraint.sdc`:
```
current_design float_point_adder

set clk_period 1.0
set clk_io_pct 0.2

create_clock -name clk0 -period $clk_period [get_ports {clk}]

set non_clock_inputs [all_inputs -no_clocks]
set_input_delay [expr $clk_period * $clk_io_pct] -clock clk0 $non_clock_inputs
set_output_delay [expr $clk_period * $clk_io_pct] -clock clk0 [all_outputs]
```
`/design/flow/design.v`:
```
`timescale 1 us/ 1 ns
module float_point_adder(
        en,
		  input_a,
        input_b,
        clk,
        rst,
        output_sum,
		  out_avl
        );
	 input     en;
    input     [9:0] input_a, input_b;
	 input     clk,rst;
    output    [9:0] output_sum;
	 output    out_avl;
    reg       [3:0] state, next_state;
	 reg reg_out_avl;
    parameter   wait_for_inputs = 4'd0,
					 get_inputs    = 4'd1,
					 unbias_exponent_a = 4'd2,
					 unbias_exponent_b = 4'd3,
                special_cases = 4'd4,
                normalise_a   = 4'd5,
                normalise_b   = 4'd6,
                compare_and_shift = 4'd7,
                add_sub_mantissas = 4'd8,
                normalise_mantissa = 4'd9,
                normalise_1 = 4'd10,
                normalise_2 = 4'd11,
                pack = 4'd12; 
    reg [9:0] sum;
    reg [4:0] a_m, b_m, sum_m;
    reg [4:0] a_e, b_e, sum_e, a_0_a_e, a_0_b_e;
	 reg a_0_cin;
	 reg [4:0] a_bias_exp, b_bias_exp;
    reg a_s, b_s, sum_s;
    reg [5:0] asm_signed_m1, asm_signed_m2;
    reg [4:0] cas_shifted_m1, cas_shifted_m2, cas_new_e;
    reg [6:0] asm_signed_mantissa_sum;
    wire [4:0] w_cas_shifted_m1, w_cas_shifted_m2, w_cas_new_e;
    wire [6:0] w_asm_signed_mantissa_sum;
	 wire [4:0] w_add;
    always @(*)
    begin
        case(state)
				default : next_state <= wait_for_inputs;
				wait_for_inputs:
				begin
				if (en) begin
					sum <= 10'd0;
					a_m <= 5'd0;
               b_m <= 5'd0;
					sum_m <= 5'd0;
					a_e <= 5'd0;
               b_e <= 5'd0;
					sum_e <= 5'd0;
					a_bias_exp <= 5'd0;
               b_bias_exp <= 5'd0;
					a_s <= 1'b0;
               b_s <= 1'b0;
					sum_s <= 1'b0;
					asm_signed_m1 <= 6'd0;
					asm_signed_m2 <= 6'd0;
					cas_shifted_m1 <= 5'd0;
					cas_shifted_m2 <= 5'd0;
					cas_new_e <= 5'd0;
					asm_signed_mantissa_sum <= 7'd0;
					next_state <= get_inputs;
				end
				else
					next_state <= wait_for_inputs;
				end
            get_inputs:
            begin
				    reg_out_avl <= 1'b0;
                a_s <= input_a[9];
                b_s <= input_b[9];
                a_m <= input_a[3:0];
                b_m <= input_b[3:0];
					 a_bias_exp <= input_a[8:4];
                b_bias_exp <= input_b[8:4];
					 next_state <= unbias_exponent_a;
            end
				unbias_exponent_a:
				begin
					a_0_a_e <= input_a[8:4];
               a_0_b_e <= 5'b10001;  
               a_0_cin <= 1'b0;
					a_e <= w_add;
					next_state <= unbias_exponent_b;
				end
				unbias_exponent_b:
				begin
					a_0_a_e <= input_b[8:4];
               a_0_b_e <= 5'b10001;  
               a_0_cin <= 1'b0;
					b_e <= w_add;
					next_state <= special_cases;
				end
            special_cases:
            begin
                if ((a_e == 16 && a_m != 0) || (b_e == 16 && b_m != 0)) begin
                    sum[9] <= 1;
                    sum[8:4] <= 31;
                    sum[3] <= 1;
                    sum[2:0] <= 0;
                    next_state <= wait_for_inputs;
						  reg_out_avl <= 1'b1;
                end
                else if ((a_e == 16 && a_m == 0) || (b_e == 16 && b_m == 0)) begin
                    sum[9] <= 0;
                    sum[8:4] <= 31;
                    sum[3:0] <= 0;
                    next_state <= wait_for_inputs;
						  reg_out_avl <= 1'b1;
                end
                else if ((a_bias_exp == 0) && (a_m == 0)) begin
                    sum <= input_b;
                    next_state <= wait_for_inputs;
						  reg_out_avl <= 1'b1;
                end 
                else if ((b_bias_exp == 0) && (a_m == 0)) begin
                    sum <= input_a;
                    next_state <= wait_for_inputs;
						  reg_out_avl <= 1'b1;
                end
                else begin
                    if (a_bias_exp == 0) begin
                        a_e <= -5'd14;
                    end 
                    else begin
                        a_m[4] <= 1;
                    end
                    if (b_bias_exp == 0) begin
                        b_e <= -5'd14;
                    end 
                    else begin
                        b_m[4] <= 1;
                    end
                    next_state <= normalise_a;
                end
            end
            normalise_a:
            begin
                if (a_m[4]) begin
                    next_state <= normalise_b;
                end 
                else if (a_m[3:0] != 4'b0000) begin
                    a_m <= {a_m[3:0],1'b0};
						  a_0_a_e = a_e;
						  a_0_b_e = 5'b11111;  
                    a_0_cin = 1'b0;
					     a_e = w_add;
                end
					 else
						next_state <= normalise_b;
            end
            normalise_b:
            begin
                if (b_m[4]) begin
                    next_state <= compare_and_shift;
                end 
                else if (b_m[3:0] != 4'b0000) begin
                    b_m <= {b_m[3:0],1'b0};
						  a_0_a_e = b_e;
						  a_0_b_e = 5'b11111;  
						  a_0_cin = 1'b0;
						  b_e = w_add;
                end
					 else
						next_state <= compare_and_shift;
            end
            compare_and_shift:
            begin 
					  cas_shifted_m1 <= w_cas_shifted_m1;
					  cas_shifted_m2 <= w_cas_shifted_m2;
					  cas_new_e <= w_cas_new_e; 
					  next_state <= add_sub_mantissas;
            end
            add_sub_mantissas:
            begin 
                asm_signed_m1 <= {a_s,cas_shifted_m1};
                asm_signed_m2 <= {b_s,cas_shifted_m2};
                asm_signed_mantissa_sum <= w_asm_signed_mantissa_sum; 
                next_state <= normalise_mantissa;
            end
            normalise_mantissa:
            begin 
                sum_s <= asm_signed_mantissa_sum[6];
                if (asm_signed_mantissa_sum[5]) begin  
                    sum_m <= asm_signed_mantissa_sum[5:1];  
                    sum_e <= cas_new_e + 5'b1;  
                end
                else begin  
                    sum_m <= asm_signed_mantissa_sum[4:0];
                    sum_e <= cas_new_e;
                end 
                next_state <= normalise_1;
            end
            normalise_1:
            begin 
                if (sum_m[4] == 0) begin
                    sum_m <= sum_m << 1;
						  a_0_a_e = sum_e;
						  a_0_b_e = 5'b11111;  
						  a_0_cin = 1'b0;
						  sum_e = w_add;
                end 
                else begin
                    next_state <= normalise_2;
                end 
            end
            normalise_2:
            begin 
                if (sum_e < 0) begin
                    sum_m <= sum_m >> 1;
						  a_0_a_e = sum_e;
						  a_0_b_e = 5'b00001;  
						  a_0_cin = 1'b0;
						  sum_e = w_add;
                end 
                else begin
                    next_state <= pack;
                end 
            end
            pack:
            begin 
                sum[9] <= sum_s;
                sum[8:4] <= sum_e;
                sum[3:0] <= sum_m[3:0];
                if (sum_e == 0 && sum_m[4] == 0) begin  
                    sum[8:4] <= 0;
                end
                if ($signed(sum_e) > 15) begin
                    sum[9] <= sum_s;
                    sum[8:4] <= 31;
                    sum[3:0] <= 0;    
                end
                next_state <= wait_for_inputs; 
					 reg_out_avl <= 1'b1; 
            end
        endcase
    end  
    assign output_sum = sum;
	 assign out_avl = reg_out_avl;
	 always @(posedge clk) begin
		if (rst) 
			state <= wait_for_inputs;
		else
			state <= next_state;
	end
    flptadder_compare_and_shift cas (.m1(a_m), .m2(b_m), .e1(a_bias_exp), .e2(b_bias_exp),
						   .shifted_m1(w_cas_shifted_m1), .shifted_m2(w_cas_shifted_m2),
						   .new_e(w_cas_new_e));
    flptadder_add_sub_mantissas asm (.signed_m1(asm_signed_m1), .signed_m2(asm_signed_m2),
						   .signed_mantissa_sum(w_asm_signed_mantissa_sum));
	 flptmult_fixed_point_adder fxadd1 (.a(a_0_a_e), .b(a_0_b_e), .cin(a_0_cin), .z(w_add));
endmodule
module flptadder_add_sub_mantissas( 
						signed_m1, signed_m2,
						signed_mantissa_sum);
input [5:0] signed_m1, signed_m2;
output [6:0] signed_mantissa_sum;  
reg [6:0] reg_signed_mantissa_sum;
reg [4:0] adder_inp1, adder_inp2;
reg adder_cin;
reg [4:0] reg_adder_out_twos_compl;
reg [5:0] adder_out;
reg [4:0] a2_inp1, a2_inp2;
reg a2_cin;
wire [5:0] w_adder_out;
wire [5:0] w_a2_adder_out;
always @(*)
begin
    if (signed_m1[5] == signed_m2[5]) begin
        adder_inp1 <= signed_m1[4:0];
        adder_inp2 <= signed_m2[4:0];
        adder_cin <= 1'b0;
    end
    else begin
        if(signed_m1[5]==0 && signed_m2[5]==1) begin
            adder_inp1 <= signed_m1[4:0];
            adder_inp2 <= ~signed_m2[4:0];
            adder_cin <= 1'b1; 
        end
        if(signed_m1[5]==1 && signed_m2[5]==0) begin
            adder_inp1 <= signed_m2[4:0];
            adder_inp2 <= ~signed_m1[4:0];
            adder_cin <= 1'b1;
        end
    end
        adder_out = w_adder_out;
        if (signed_m1[5] == signed_m2[5]) begin 
            reg_signed_mantissa_sum[6] <= signed_m1[5];
            reg_signed_mantissa_sum[5:0] <= adder_out[5:0];
        end
        else begin  
            if (adder_out[5]) begin  
                reg_signed_mantissa_sum[6] <= 1'b0;  
                reg_signed_mantissa_sum[5:0] <= {1'b0,adder_out[4:0]};
            end
            else begin  
                reg_signed_mantissa_sum[6] <= 1'b1;  
					 a2_inp1 <= 5'd0;
					 a2_inp2 <= ~adder_out[4:0];
					 a2_cin  <= 1'b1;
					 reg_adder_out_twos_compl = w_a2_adder_out[4:0];
                reg_signed_mantissa_sum[5:0] <= {1'b0,reg_adder_out_twos_compl};
            end
        end
end
assign signed_mantissa_sum = reg_signed_mantissa_sum;
flptadder_asm_fixed_point_adder a1 ( .a(adder_inp1), .b(adder_inp2), .cin(adder_cin), .z(w_adder_out));
flptadder_asm_fixed_point_adder a2 ( .a(a2_inp1), .b(a2_inp2), .cin(a2_cin), .z(w_a2_adder_out));
endmodule
module flptadder_asm_fixed_point_adder ( a, b, cin, z );
input [4:0] a; 
input [4:0] b;
input cin; 
output [5:0] z; 
wire [3:0] carry;
full_adder fa1 (a[0],b[0],cin,     z[0],carry[0]);
full_adder fa2 (a[1],b[1],carry[0],z[1],carry[1]);
full_adder fa3 (a[2],b[2],carry[1],z[2],carry[2]);
full_adder fa4 (a[3],b[3],carry[2],z[3],carry[3]);
full_adder fa5 (a[4],b[4],carry[3],z[4],z[5]);
endmodule
module flptadder_compare_and_shift( 
						m1, m2,
						e1, e2,
						shifted_m1, shifted_m2,
						new_e);
input [4:0] m1, m2;
input [4:0] e1, e2;
output [4:0] shifted_m1, shifted_m2;
output [4:0] new_e;
reg [4:0] reg_shifted_m1, reg_shifted_m2;
reg [4:0] reg_new_e;
reg[4:0] diff;
always @(*)
begin
		if (e1==e2)
		begin 
			reg_shifted_m1 <= m1;
			reg_shifted_m2 <= m2;
			reg_new_e <= e1;
		end
		else if (e1>e2)
		begin 
			diff = e1-e2;
			reg_shifted_m1 <= m1;
			reg_shifted_m2 <= (m2>>diff);
			reg_new_e <= e1;
		end
		else if (e2>e1)
		begin 
			diff = e2-e1;
			reg_shifted_m1 <= (m1>>diff);
			reg_shifted_m2 <= m2;
			reg_new_e <= e2;
		end
end
	assign shifted_m1 = reg_shifted_m1;
	assign shifted_m2 = reg_shifted_m2;
	assign new_e = reg_new_e;
endmodule
module flptmult_fixed_point_adder (a, b, cin, z);
input [4:0] a; 
input [4:0] b;
input cin; 
output [4:0] z;
wire [3:0] carry;
wire cout;
full_adder fa1 (a[0],b[0],cin,     z[0],carry[0]);
full_adder fa2 (a[1],b[1],carry[0],z[1],carry[1]);
full_adder fa3 (a[2],b[2],carry[1],z[2],carry[2]);
full_adder fa4 (a[3],b[3],carry[2],z[3],carry[3]);
full_adder fa5 (a[4],b[4],carry[3],z[4],cout);
endmodule
module half_adder(x,y,s,c);
   input x,y;
   output s,c;
   assign s=x^y;
   assign c=x&y;
endmodule
module full_adder(x,y,c_in,s,c_out);
   input x,y,c_in;
   output s,c_out;
 assign s = (x^y) ^ c_in;
 assign c_out = (y&c_in)| (x&y) | (x&c_in);
endmodule
```
`/design/flow/config.mk`:
```
export PLATFORM = sky130hd
export DESIGN_NAME = float_point_adder
export DESIGN_NICKNAME = float_point_adder
export VERILOG_FILES = /design/flow/design.v
export SDC_FILE = /design/flow/constraint.sdc
export NUM_CORES = 4
export LEC_CHECK = 1
export CORE_UTILIZATION = 30
```
`/design/flow/run.sh`:
```
#!/bin/bash
# OpenROAD 26Q1-2900-gdf79404cd8, Yosys 0.63+post, stock flow scripts
make -C /OpenROAD-flow-scripts/flow DESIGN_CONFIG=/design/flow/config.mk WORK_HOME=/design/flow/orfs finish
```
==> notes.md <==
impl run done, here's what came out: share of cells above drive strength 1 4.64%, Tmin final 678 ps, worst-path cell chain clkdlybuf4s50_1 -> nor2b_1, register pins left without a clock 119, Max Freq 1.47 GHz, # Cells Yosys 596, WS Path Type in -> reg, Resized cells post-CTS 0, Finish-stage setup viols 0, max incr delay on CP 520 ps, EDFF count, synth 0, Final ANT Viol Nets 0, Root Buffer clkbuf_16, Clock Pin Slew Worst Setup and Hold Paths 30 ps, number of buffers and inverters on the critical path 1, startpoint types input port, row cnt 46, Inst Count DP 816, htree depth 1, total track usage 14.1%, die width 131 µm, Total Routed Length 11700 µm, Reg power frac 24.3%, Comb pwr share 40.4%, hold depth 2, Registers, synthesis 123, max-slew violations 0, die area 17200 µm², endpoints left unconstrained 130, RSZ-0062 raised after global routing no, grt peak-use layer met1, mean post-synth cell area 8.39 µm², CP arrival 790 ps, Layout Utilization 34.7%, Fin. Hold Viols 0, routability congestion estimate from global placement 0.907, grt met2 use 22.2%, Slew @ Worst Pin 883 ps, net switching power of the design 544 µW, P_int 1.20 mW, yosys warning tally 88, Post-route DRC 0, YS chip area 5000 µm², Core Area 16100 µm², Hold Crit Class in -> reg, number of library cell types mapped by synthesis 58, switch share 31.3%, MaxCap Viol Count 0, DR vias/cell 5.05, Bufs on Longest Clock Path 2, met3 Use GR 1.57%, Detailed Place HPWL 9430 µm, Setup Buffers After CTS 0, Worst slew margin 41.0%, status finished, final reports clean, WP depth 2, Syn Std Cell Area 5000 µm², drt wl/cell 14.3 µm, VDD IR-drop max 0.586 mV, vias in the first global route 3955, Final Non-Filler Cells 819, TritonCTS clock tree built, Crit Path Max Fanout 4, Crit path max-delay family buffers and inverters, nature of the critical path endpoint flop, Inserted Diodes 0, Sum Neg Setup Slack 0 ps, hold buffers post-CTS 0, TritonCTS Buffers 3, fp util 31.2%, DP Area 5500 µm², first-pass iteration count of the detailed router 5, post-route cell area 5580 µm², grt ovf 0, CP required 1110 ps, Final period util 67.8%, stage-log warning count 30, via count 4135, Die Ht 131 µm, antenna violations before repair 0, largest net degree at the start of global routing 35, clock power share 35.3%, met1 Use GR 22.3%, Area growth syn-to-layout 11.5%, I/O Buffers 33, I/O Pins 34, first-pass GRT wire length 19600 µm, Syn Inst Count 596, cell area power density 312 nW/µm², leakage power 2.41 nW, initial DRC count 269, FFs w/ async S/R, synth 0%, Crit-path slowest cell clkdlybuf4s50_1, Main synth FF type dlxtn_1
-- area by class of cell --
type / count / area, µm²
Clock buffer: 3 / 75.1
Fill cell: 1629 / 10500
Inverter: 21 / 78.8
Multi-Input combinational cell: 416 / 2900
Sequential cell: 123 / 1870
Tap cell: 216 / 270
Timing Repair Buffer: 40 / 383
-- metal layers --
layer | vias to the layer above | routed length [µm]
met5 | - | 0
met4 | 0 | 24
met3 | 4 | 919
met2 | 117 | 5120
met1 | 1912 | 5610
li1 | 2102 | -
-- cells by family (layout without fill, tap and decap cells) --
| group | Yosys count | after routing | synth area share [%] |
|---|---|---|---|
| adders and majority gates | 25 | 25 | 7.75 |
| buffers and inverters | 57 | 64 | 4.75 |
| xor gates and xnor gates | 13 | 13 | 2.28 |
| AOI/OAI and AO/OA | 133 | 133 | 18.1 |
| DFF | 4 | 4 | 1.60 |
| latches | 119 | 119 | 35.8 |
| muxes | 37 | 37 | 7.63 |
| and+or+nand+nor | 208 | 208 | 22.1 |
-- per-stage QoR --
| step | total power, mW | hold WS [ps] | setup slack [ps] |
|---|---|---|---|
| after floorplan | 0.870 | 272 | 664 |
| after global placement | 1.11 | 806 | 110 |
| after detailed placement | 1.12 | 824 | 86.1 |
| after CTS | 1.75 | 596 | 318 |
| after global routing | 1.85 | 623 | 305 |
| final | 1.74 | 595 | 322 |
-- cell usage in the layout (no fill, tap or decap), types with 3 or more instances in the layout --
cell / Yosys / final
and2_1: 31 / 31
a21oi_1: 19 / 19
xnor2_1: 5 / 5
o22ai_1: 7 / 7
nand3b_1: 6 / 6
mux2i_1: 28 / 28
fa_1: 10 / 10
nand3_1: 5 / 5
nor4_1: 8 / 8
a211oi_1: 11 / 11
or4_1: 3 / 3
clkdlybuf4s50_1: 0 / 33
xor2_1: 8 / 8
nor3_1: 9 / 8
a22oi_1: 11 / 11
inv_1: 21 / 21
dlxtn_1: 119 / 119
o31ai_1: 5 / 5
a221o_1: 4 / 4
nand2b_1: 14 / 14
a22o_1: 10 / 10
o21ai_0: 33 / 33
buf_4: 0 / 7
nand2_1: 46 / 46
ha_1: 15 / 15
a21o_1: 7 / 7
and3_1: 17 / 17
o21a_1: 5 / 5
clkbuf_16: 0 / 3
nor2_1: 40 / 40
mux2_2: 9 / 9
a211o_1: 3 / 3
nor2b_1: 18 / 18
dfxtp_1: 4 / 4
-- path summary, 6_finish.rpt --
check                 from       end  slack [ps]
worst min-delay path   rst  state[1]         600
worst max-delay path   rst  state[0]         320
-- registers in the layout, summed over array words and instances (netlist names), 2 cells and up --
signal and count:
b_bias_exp 5, state 4, cas.reg_shifted_m1 5, cas_shifted_m2 5
asm.a2_inp2 5, sum_e 5, asm_signed_m1 6, a_e 5
b_m 5, next_state 4, b_e 5, a_0_b_e 2
sum 10, sum_m 5, asm_signed_mantissa_sum 7, cas.reg_new_e 5
cas_shifted_m1 5, a_m 5, asm_signed_m2 6, a_bias_exp 5
cas_new_e 5, cas.reg_shifted_m2 5, a_0_a_e 5
-- power groups by stage --
stage / clock network [mW] / logic [mW] / registers (mW)
after CTS: 0.626 / 0.701 / 0.424
final: 0.613 / 0.703 / 0.423
after global routing: 0.641 / 0.776 / 0.433
-- cell usage after synthesis (6+ instances only) --
cell type	instances	area (µm²)
and2_1	31	194
dlxtn_1	119	1790
a22oi_1	11	82.6
a21o_1	7	52.6
a211oi_1	11	82.6
o21ai_0	33	165
nand2_1	46	173
xor2_1	8	70.1
nor4_1	8	50.1
ha_1	15	188
a22o_1	10	87.6
nor3_1	9	45.0
nand2b_1	14	87.6
nor2_1	40	150
inv_1	21	78.8
a21oi_1	19	95.1
and3_1	17	106
mux2_2	9	101
nand3b_1	6	45.0
mux2i_1	28	280
nor2b_1	18	113
fa_1	10	200
clkbuf_1	29	109
o22ai_1	7	43.8
No activity file was given, so power comes from the tool's default toggle rates.
